**design.v**
```verilog
`timescale 1ns / 1ps
module LCD_DISPLAY(
    input wire clk,              
    output reg lcd_rw,          
    output reg lcd_e,           
    output reg lcd_rs,          
    output reg [7:0] data       
);
parameter N = 22;
reg [7:0] datas [1:N];
initial begin
    datas[1]  = 8'h38;
    datas[2]  = 8'h0c;
    datas[3]  = 8'h06;
    datas[4]  = 8'h01;
    datas[5]  = 8'hC0;
    datas[6]  = 8'h41;
    datas[7]  = 8'h4D;
    datas[8]  = 8'h52;
    datas[9]  = 8'h55;
    datas[10] = 8'h54;
    datas[11] = 8'h41;
    datas[12] = 8'h41;
    datas[13] = 8'h54;
    datas[14] = 8'h48;
    datas[15] = 8'h41;
    datas[16] = 8'h4E;
    datas[17] = 8'h49;
end
reg [31:0] i = 0;
reg [4:0] j = 1;
always @(posedge clk) begin
    if (i <= 1000000) begin
        i <= i + 1;
        lcd_e <= 1'b1;
        data <= datas[j];
    end
    else if (i > 1000000 && i < 2000000) begin
        i <= i + 1;
        lcd_e <= 1'b0;
    end
    else if (i == 2000000) begin
        j <= j + 1;
        i <= 0;
    end
   if (j <= 5) begin
        lcd_rs <= 1'b0;  
    end
    else if (j > 5) begin
        lcd_rs <= 1'b1;  
    end
   if (j == 17) begin
        j <= 5;
    end
   lcd_rw <= 1'b0;  
end
endmodule
```
**run.sh**
```bash
#!/bin/bash
# OpenROAD 26Q1-2900-gdf79404cd8, Yosys 0.63+post, stock flow scripts
make -C /OpenROAD-flow-scripts/flow DESIGN_CONFIG=/design/flow/config.mk WORK_HOME=/design/flow/orfs finish
```
**config.mk**
```make
export PLATFORM = sky130hd
export DESIGN_NAME = LCD_DISPLAY
export DESIGN_NICKNAME = LCD_DISPLAY
export VERILOG_FILES = /design/flow/design.v
export SDC_FILE = /design/flow/constraint.sdc
export NUM_CORES = 4
export LEC_CHECK = 1
export CORE_UTILIZATION = 50
```
**constraint.sdc**
```tcl
current_design LCD_DISPLAY

set clk_period 5.3
set clk_io_pct 0.2

create_clock -name clk0 -period $clk_period [get_ports {clk}]

set non_clock_inputs [all_inputs -no_clocks]
set_input_delay [expr $clk_period * $clk_io_pct] -clock clk0 $non_clock_inputs
set_output_delay [expr $clk_period * $clk_io_pct] -clock clk0 [all_outputs]
```
==> out/summary.rpt <==
==================================================================================
Result of the run ................................................... finished, final reports clean
Vias in the first global route ......................................         1488
Synthesis-to-layout area growth .....................................        9.43%
Worst-skew pair later-pin latency ...................................      0.29 ns
Top-level port count ................................................           12
Cell leakage power ..................................................     0.995 nW
Path type of the worst min-delay path ............................... flop to flop
Relative slew slack .................................................        48.0%
Gr usage total ......................................................        18.1%
Final hold violations ...............................................            0
Synthesized instance count ..........................................          231
Global route overflow ...............................................            0
Mean instance size in the synthesized netlist .......................    11.0 um^2
IR Drop Worst-Case VDD ..............................................       178 uV
Port Buffers ........................................................           10
Post-Route Hold Slack ...............................................     0.456 ns
CTS H-Tree Depth ....................................................            2
Number of hold buffers added after cts ..............................            0
CP Launch Type ......................................................         flop
Cell area after placement ........................................... 0.00270 mm^2
Standard cell with the maximum stage delay on the critical path .....     edfxtp_1
Dpl hpwl ............................................................      3100 um
Global-route wire length before repair ..............................      7110 um
Worst-path fanout max ...............................................           32
FF+latch count, synth ...............................................           47
Distinct lib cells used .............................................           47
Post-Syn Area ....................................................... 0.00255 mm^2
Diodes inserted .....................................................            0
Root Buffer Master ..................................................     clkbuf_8
CP Capture Type .....................................................         flop
Max frequency .......................................................      418 MHz
Per-cell via count in the routed design .............................         5.64
Initial Util ........................................................        52.9%
RSZ-0062 raised after global routing ................................        false
Reg clk slew, reported paths ........................................      0.08 ns
Yosys cell count ....................................................          231
Number of instances resized during post-cts repair ..................            0
Largest stage delay on the critical path ............................      0.50 ns
Pwr dens ............................................................  219 mW/mm^2
Placement Rows ......................................................           25
Critical path depth .................................................            6
Core footprint ...................................................... 0.00482 mm^2
Critical Setup Path Class ........................................... flop to flop
Post-CTS setup repair buffer count ..................................            0
Post-Route M1 WL ....................................................      2070 um
Drt pass-1 iters ....................................................            4
Share of final-layout standard cells stronger than drive strength 1 .        8.13%
Number of setup violations in the final report ......................            0
Antenna violations before repair ....................................            0
CP arrival ..........................................................      2.34 ns
Count of unresolved DRC violations after routing ....................            0
Final min period ....................................................      2.39 ns
Area reported by Yosys stat ......................................... 0.00255 mm^2
Floorplan die width .................................................      73.4 um
Tool warnings .......................................................           31
Final Cell Area ..................................................... 0.00279 mm^2
Final count of pins violating max slew ..............................            0
TritonCTS clock tree ................................................          yes
Max clock buf depth .................................................            2
Worst-case clock skew ...............................................   0.00413 ns
Synth Seq Share .....................................................        52.6%
Total of max-cap violations .........................................            0
Sink Count ..........................................................           47
Detail-routed net length per standard cell ..........................      14.1 um
Setup tns final .....................................................         0 ns
Cells traversed along the worst timing path ......................... inv_1 > ha_1 > nor4b_2 > nand4_1 > o31ai_4 > buf_4
Remaining antenna violation count after routing .....................            0
Crit path buf inv count .............................................            2
Hold Path Stages ....................................................            1
WL met2 .............................................................      1940 um
Chip Area ........................................................... 0.00539 mm^2
Die span in y .......................................................      73.4 um
Last weighted congestion value of the routability-driven placer .....        0.945
Iter 0 DRT Violations ...............................................          154
Tightest Pin Transition .............................................     0.773 ns
Yosys warns .........................................................            1
Clock buffer count from CTS .........................................            5
Pin count of the biggest net entering global routing ................           33
Via count of the routed design ......................................         1766
Tcrit/Tclk final ....................................................        45.1%
Met3 Routed Length ..................................................       353 um
WL final ............................................................      4420 um
Data required time at the worst endpoint ............................      5.25 ns
Highest signal layer in the routed design ...........................         met4
Kind of cell with the highest combined delay on the critical path ... simple AND/OR/NAND/NOR gates
Length in cells of the worst reg-to-reg path ........................            6
==================================================================================
## cells by family (layout without fill, tap and decap cells)
family / after synthesis / after routing / share of synthesized area (%)
DFF: 47 / 47 / 52.6
other: 1 / 12 / 0.147
muxes: 5 / 5 / 2.50
adders and majority gates: 9 / 9 / 4.42
xor gates and xnor gates: 14 / 14 / 4.81
and+or+nand+nor: 95 / 95 / 21.3
buffers and inverters: 26 / 30 / 5.74
AOI/OAI and AO/OA: 34 / 34 / 8.49
## synthesized netlist by cell type (all sizes together)
cell	instances	area [um^2]
a21boi	1	7.51
a21o	1	7.51
a21oi	9	45.0
a22oi	1	7.51
a311o	1	10.0
a31o	1	8.76
a31oi	2	12.5
a41oi	1	8.76
and2	1	6.26
and3	4	26.3
and4	7	61.3
buf	10	83.8
clkbuf	7	28.8
conb	1	3.75
dfxtp	7	140
edfxtp	40	1200
ha	9	113
inv	9	33.8
mux2	1	11.3
mux2i	3	30.0
mux4	1	22.5
nand2	10	37.5
nand3	14	70.1
nand4	12	81.3
nand4b	1	8.76
nor2	23	86.3
nor2b	1	6.26
nor3	4	20.0
nor4	10	68.8
nor4b	2	23.8
o21a	1	7.51
o21ai	8	40.0
o31ai	7	52.6
o32ai	1	8.76
or3	5	37.5
or4	1	7.51
xnor2	7	61.3
xor2	7	61.3
## registers in the layout, indices dropped and copies added, names as in the netlist
signal  cells
i          32
lcd_rs      1
lcd_e       1
j           5
data        8
## worst paths after layout
check        startpoint  endpoint  slack [ns]
max                i[0]     i[27]        2.91
min               lcd_e     lcd_e        0.46
max reg2reg        i[0]     i[27]        2.91
min reg2reg       lcd_e     lcd_e        0.46
## cell usage in the layout, fill, tap and decap left out, types with 2 or more instances in the layout
master	n
dfxtp_1	7
and4_1	7
or3_1	3
edfxtp_1	40
xnor2_1	7
clkdlybuf4s50_1	10
o21ai_0	8
clkbuf_8	6
conb_1	12
a21oi_1	9
xor2_1	7
nand3_1	14
nor3_1	4
ha_1	9
o31ai_1	6
nand4_1	11
and3_1	3
a31oi_1	2
buf_4	3
nor2_1	23
inv_1	9
nand2_1	10
mux2i_1	3
nor4_1	9
## worst reg2reg max path, delay by kind of cell (launching register included)
kind / cells / cell delay [ns]
adder cells (fa/ha/maj): 1 / 0.13
AND-OR/OR-AND: 1 / 0.28
flip-flops: 1 / 0.50
AND/OR/NAND/NOR: 2 / 0.64
buffers and inverters: 2 / 0.50
## metal layers
metal / global-route usage [%] / up-vias
met4: 1.71 / 0
met5: 0 / -
met3: 4.99 / 5
li1: - / 880
met2: 25.9 / 53
met1: 31.1 / 828
## cell type report
| cell class | count | area [um^2] |
|---|---|---|
| Clock inverter | 1 | 5.00 |
| Multi-Input combinational cell | 169 | 1120 |
| Sequential cell | 47 | 1340 |
| Clock buffer | 7 | 86.3 |
| Fill cell | 407 | 2030 |
| Inverter | 9 | 33.8 |
| Timing Repair Buffer | 13 | 123 |
| Tap cell | 67 | 83.8 |
## power breakdown
part,internal (mW),total (mW),switching [mW]
clock,0.105,0.213,0.108
sequential,0.396,0.396,0.00000000206
combinational,0.000000000908,0.000769,0.000768
total,0.501,0.610,0.108
## through the flow
step	util [%]	std cells	worst slack, ns	power (mW)
finish	57.9	313	2.91	0.610
global route	57.9	313	2.71	0.630
CTS	57.9	313	2.93	0.617
detailed placement	56.0	305	2.95	0.405
global placement	56.0	305	3.02	0.405
floorplan	-	242	1.22	0.406
Power and IR drop assume default switching activity.
