==> /design/flow/config.mk <==
export PLATFORM = sky130hd
export DESIGN_NAME = rgb_led
export DESIGN_NICKNAME = rgb_led
export VERILOG_FILES = /design/flow/design.v
export SDC_FILE = /design/flow/constraint.sdc
export NUM_CORES = 4
export LEC_CHECK = 1
export CORE_AREA = 10 10 104 104
export DIE_AREA = 0 0 114 114
==> /design/flow/constraint.sdc <==
current_design rgb_led

set clk_period 4.9
set clk_io_pct 0.2

create_clock -name clk0 -period $clk_period [get_ports {clk}]

set non_clock_inputs [all_inputs -no_clocks]
set_input_delay [expr $clk_period * $clk_io_pct] -clock clk0 $non_clock_inputs
set_output_delay [expr $clk_period * $clk_io_pct] -clock clk0 [all_outputs]
==> /design/flow/design.v <==
`timescale 1ns / 1ps
module rgb_led(
    input wire clk,
    output reg red_led,
    output reg green_led,
    output reg blue_led
);
reg [1:0] led_state;
reg [31:0] counter;
parameter IDLE_STATE = 2'b00;
parameter RED_STATE = 2'b01;
parameter GREEN_STATE = 2'b10;
parameter BLUE_STATE = 2'b11;
always @(posedge clk) begin
    case(led_state)
        IDLE_STATE: begin
            counter <= 0;
            red_led <= 1'b0;
            green_led <= 1'b0;
            blue_led <= 1'b0;
            led_state <= RED_STATE;
        end
        RED_STATE: begin
            red_led <= 1'b1;
            green_led <= 1'b0;
            blue_led <= 1'b0;
            if (counter == 1_000_000) begin  
                counter <= 0;
                led_state <= GREEN_STATE;
            end else begin
                counter <= counter + 1;
            end
        end
        GREEN_STATE: begin
            red_led <= 1'b0;
            green_led <= 1'b1;
            blue_led <= 1'b0;
            if (counter == 1_000_000) begin  
                counter <= 0;
                led_state <= BLUE_STATE;
            end else begin
                counter <= counter + 1;
            end
        end
        BLUE_STATE: begin
            red_led <= 1'b0;
            green_led <= 1'b0;
            blue_led <= 1'b1;
            if (counter == 1_000_000) begin  
                counter <= 0;
                led_state <= IDLE_STATE;
            end else begin
                counter <= counter + 1;
            end
        end
        default: begin
            led_state <= IDLE_STATE;
        end
    endcase
end
endmodule
==> /design/flow/run.sh <==
#!/bin/bash
# OpenROAD 26Q1-2900-gdf79404cd8, Yosys 0.63+post, stock flow scripts
make -C /OpenROAD-flow-scripts/flow DESIGN_CONFIG=/design/flow/config.mk WORK_HOME=/design/flow/orfs finish
==> impl_metrics.json <==
{
  "status": "finished clean",
  "pwr-share-comb_pct": 0,
  "routedWlPerCell_um": 9.72,
  "synthDistinctLibCells": 26,
  "utilization_pct": 22.1,
  "clock_path_buffers": 2,
  "syn_inst": 187,
  "setup_violations": 0,
  "cts_tree": "built",
  "rows": 34,
  "vdd_drop_max_uv": 95.1,
  "cp.arrival_ns": 2.49,
  "overflow": 0,
  "detailed_place_hpwl_um": 2010,
  "ff2ff_setup_slack_ns": 2.58,
  "post_cts_buffers": 0,
  "dieArea_mm2": 0.0130,
  "cts_buffers": 5,
  "r2r-start": "counter[0]$_SDFF_PP0_",
  "areaGrowthSynthToFinish_pct": 12.9,
  "p_seq_share_pct": 61.0,
  "r2r-end": "counter[23]$_SDFF_PP0_",
  "drcViolationCount": 0,
  "ys_sh_xor_pct": 13.9,
  "synthSimpleGateAreaFrac_pct": 32.1,
  "ys_seq_share_pct": 47.2,
  "ys_ff": 39,
  "clkSlewWorstSetupHoldPaths_ns": 0.07,
  "drv_slew": 0,
  "gp_congestion": 0.780,
  "layout_top_cell": "dfxtp_1",
  "cts-root-buf": "clkbuf_8",
  "synthTopLogicFamily": "simple AND/OR/NAND/NOR gates",
  "cp.required_ns": 5.07,
  "rr_worst_depth": 8,
  "max_slew_margin_pct": 50.0,
  "drive_gt1_share_pct": 6.25,
  "dr.pass1.iters": 4,
  "grt_pass1_vias": 1205,
  "ys_sh_aoi_pct": 2.21,
  "period_needed_ns": 2.32,
  "drtIter0Drc": 61,
  "crit_type": "register to register",
  "tool_warnings": 26,
  "lay_top_cells": "dfxtp_1, nor2_1, xor2_1, nand3_1, nand4_1",
  "syn_area_mm2": 0.00170,
  "switchingPower_uw": 104,
  "cap_viol_max_count": 0,
  "ys_cells": 187,
  "antenna_found_initial": 0,
  "adder_share_pct": 1.47,
  "grt_pass1_wl_um": 5400,
  "rsz0062_at_grt": "no",
  "yosys_area_mm2": 0.00170,
  "avgSynthCellArea_um2": 9.08,
  "p_leak_nw": 0.764,
  "ys_sh_mux_pct": 0,
  "core_area_mm2": 0.00868,
  "hold-path-endpoint": "green_led$_DFF_P_",
  "grt_max_degree": 22,
  "swShare_pct": 19.9,
  "pre_cts_ws_ns": 2.59,
  "holdPathStages": 1,
  "worstSetupStartpointType": "register",
  "hold_viol": 0,
  "yosysWarnings": 1,
  "setup_slack_ns": 2.58,
  "fmax_mhz": 432,
  "vias_per_cell": 4.12,
  "ctsResizeCount": 0,
  "hold_class": "register to register",
  "postCtsHoldBufs": 0,
  "clock_latency_ns": 0.29,
  "p_clk_share_pct": 39.0,
  "htreeDepth": 2,
  "fp.dieH_um": 114,
  "ios": 4,
  "fin_crit_sh_pct": 47.3,
  "grt_use_total_pct": 4.76,
  "power_density_mw_per_mm2": 273,
  "portBuffers": 3,
  "total_power_uw": 523,
  "dr_total_vias": 1237,
  "die_x_um": 114,
  "hold_path_startpoint": "led_state[0]$_DFF_P_",
  "tightest_slew_ns": 0.747,
  "cp-end-kind": "register",
  "antennaDiodeCount": 0,
  "routed_wl_um": 2920,
  "drtAntennaViolNets": 0,
  "fp_util_pct": 19.6,
  "clock_sinks": 39,
  "path_max_fanout": 21,
  "tns_ns": 0,
  "internal_power_uw": 419,
  "fin_skew_ns": 0.00796
}
flip-flops by register name, indices dropped and copies added (netlist names), named ones only:
name	count
counter	32
green_led	1
blue_led	1
red_led	1
led_state	2
metal layers:
layer | GRT usage, % | share of wire, %
met2 | 6.91 | 40
met1 | 7.06 | 53
met4 | 0.501 | 0.62
met5 | 0 | 0
met3 | 1.44 | 5.7
synthesized netlist by cell type:
| cell type | count | area (µm²) |
|---|---|---|
| nor2_1 | 34 | 128 |
| ha_1 | 2 | 25.0 |
| or2_1 | 1 | 6.26 |
| nor4b_1 | 3 | 26.3 |
| nand4_2 | 1 | 12.5 |
| inv_2 | 2 | 7.51 |
| nor3_1 | 8 | 40.0 |
| inv_1 | 3 | 11.3 |
| nor4_1 | 3 | 18.8 |
| and3_1 | 6 | 37.5 |
| nand4_1 | 14 | 87.6 |
| o21ai_0 | 3 | 15.0 |
| edfxtp_1 | 2 | 60.1 |
| o21bai_1 | 1 | 7.51 |
| and4_1 | 2 | 17.5 |
| nor4_4 | 1 | 21.3 |
| xor2_1 | 22 | 193 |
| buf_2 | 7 | 35.0 |
| and2_1 | 2 | 12.5 |
| dfxtp_1 | 37 | 741 |
| xnor2_1 | 5 | 43.8 |
| nand3_1 | 14 | 70.1 |
| nand2_1 | 7 | 26.3 |
| a21oi_1 | 3 | 15.0 |
| nand4_4 | 1 | 21.3 |
| or3_1 | 3 | 18.8 |
logic make-up (layout without fill, tap and decap cells):
family | after synthesis | after routing
flops | 39 | 39
fa+ha+maj | 2 | 2
compound gates | 7 | 7
simple gates | 100 | 100
buf+inv | 12 | 17
xor+xnor | 27 | 27
critical path, stage by stage, from the launching register on:
cell	delay (ns)
dfxtp_1	0.34
inv_2	0.10
ha_1	0.14
nor4b_1	0.22
nand3_1	0.11
nor3_1	0.46
or2_1	0.43
buf_4	0.32
nor2_1	0.08
worst max path at each step:
stage	from	end	cells past startpoint	slack, ns
CTS	counter[0]$_SDFF_PP0_	counter[8]$_SDFF_PP0_	8	2.56
global route	counter[0]$_SDFF_PP0_	counter[18]$_SDFF_PP0_	8	2.30
finish	counter[0]$_SDFF_PP0_	counter[23]$_SDFF_PP0_	8	2.58
power by group through the flow:
stage,logic (mW),clock network [mW],registers (mW)
5_1_grt,0.000000400,0.223,0.319
4_1_cts,0.000000400,0.210,0.319
6_report,0.000000400,0.204,0.319
layout make-up:
| cell class | instances | area (µm²) |
|---|---|---|
| fill | 948 | 6760 |
| multi-input combinational | 136 | 843 |
| sequential | 39 | 801 |
| tap | 108 | 135 |
| clock buffer | 7 | 76.3 |
| timing repair buffer | 4 | 37.5 |
| inverter | 5 | 18.8 |
| clock inverter | 1 | 5.00 |
stage by stage:
| stage | cell area, µm² | hold WS (ns) | cells |
|---|---|---|---|
| 3_5_place_dp | 1840 | 0.444 | 292 |
| 2_1_floorplan | 1700 | 0.408 | 187 |
| 5_1_grt | 1920 | 0.491 | 300 |
| 4_1_cts | 1920 | 0.457 | 300 |
| 6_report | 1920 | 0.459 | 300 |
| 3_3_place_gp | 1840 | 0.440 | 292 |
Power is estimated from default activity; no workload was simulated.
