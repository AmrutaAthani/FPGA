===== flow/config.mk =====
export PLATFORM = sky130hd
export DESIGN_NAME = seven_colour_flash
export DESIGN_NICKNAME = seven_colour_flash
export VERILOG_FILES = /design/flow/design.v
export SDC_FILE = /design/flow/constraint.sdc
export NUM_CORES = 4
export LEC_CHECK = 1
export CORE_AREA = 10 10 94 94
export DIE_AREA = 0 0 104 104

===== flow/constraint.sdc =====
current_design seven_colour_flash

set clk_period 5.1
set clk_io_pct 0.2

create_clock -name clk0 -period $clk_period [get_ports {clk}]

set non_clock_inputs [all_inputs -no_clocks]
set_input_delay [expr $clk_period * $clk_io_pct] -clock clk0 $non_clock_inputs
set_output_delay [expr $clk_period * $clk_io_pct] -clock clk0 [all_outputs]

===== flow/design.v =====
`timescale 1ns / 1ps
module seven_colour_flash(
    input wire clk,        
    output reg led        
);
reg [31:0] counter = 0;
always @(posedge clk) begin
    if (counter < 4000) begin  
        led <= 1'b1;  
    end else if (counter < 2000) begin  
        led <= 1'b0;  
    end else begin
        counter <= 0;  
    end
    counter <= counter + 1;
end
endmodule

===== flow/run.sh =====
#!/bin/bash
# OpenROAD 26Q1-2900-gdf79404cd8, Yosys 0.63+post, stock flow scripts
make -C /OpenROAD-flow-scripts/flow DESIGN_CONFIG=/design/flow/config.mk WORK_HOME=/design/flow/orfs finish

==> run summary <==
fresh numbers from the pnr run: layout cells sized above 1 8.21%, Slew HR 59.1%, setup repair after global routing missed its margin no, Fin Setup TNS 0 ns, final critical-path share of the clock period 40.8%, ys flop type dfxtp_1, fp util 19.6%, status completed, internal power approximately 360 uW, CTS buffer count 5, max_cap viols 0, vias per cell 3.81, CP delay by family, top buffers and inverters, number of enable flip-flop cells 0, Seq share, synth 49.3%, final max-slew violation count 0, tool warnings 25, Reg area 661 um^2, Top Ports 2, final setup fails 0, Clock transition at path regs 0.06 ns, Core Rows 30, Yosys top cell by instances dfxtp_1, clk latency late pin 0.28 ns, final antenna-violating net count 0, crit path max fanout 2, Power Dens Cells 290 mW/mm^2, First-pass DRT Iterations 3, synthesized area per cell 10.5 um^2, clock sinks 33, clock skew 0.00207 ns, GPL Wtd Cong 0.783, Comb area 667 um^2, vias in the first global route 879, CP endpoint kind output pin, Least-Margin Pin Slew 0.609 ns, Seq pwr share 57.3%, DR vias 876, Filler cells 760, WP data required 4.08 ns, IO buf count 1, GRT Residual Overflow 0, die area 0.0108 mm^2, count of different cell masters after synthesis 21, Clk network pwr share 42.7%, logic gate share of total power 0%, Core Box Area 0.00683 mm^2, CP arrival 1.06 ns, largest net degree at the start of global routing 11, Area leader share roughly half, total track usage under 10%, critical path startpoint category flop, Netlist Area Pre-Place 0.00134 mm^2, CP Cell Sequence clkdlybuf4s50_1, post-DR wirelength/cell 8.97 um, Layout area overhead 15.9%, initial DRC count 28, initial antenna violation count 0, Post-synth top cells dfxtp_1 (33), xnor2_1 (23), nand3_1 (14), DP HPWL 1400 um, top cells, area dfxtp_1 (49%), xnor2_1 (15%), nand3_1 (5.2%), post-CTS setup buffers 0, Min-Delay Path Class flop to flop, CTS Root Cell clkbuf_8, minimum clock period 2.08 ns, CTS max path bufs 2, Synth area leader dfxtp_1, YS chip area 0.00134 mm^2, Switching Share 19.0%, Post-Synthesis Cells between 100 and 150, WP buf/inv 1, H-tree depth 2, Psw 85.6 uW, Post-route DRC 0, first-pass GRT wire length 3950 um, Syn. warnings 1, CTS-repair resized insts 0, CTS tree yes, Diodes inserted 0, Worst path max stage delay 0.46 ns, fmax 480 MHz, Post-synth regs 33, # hold bufs at CTS 0, final wirelength 2060 um, Tot Pwr 450 uW, # Cells Yosys 127, Hold Vio Cnt, Final 0, CP Class flop to output pin, Peak VDD IR between 0.15 and 0.2 mV, DIE HEIGHT 104 um, Chip Width 104 um, Post-synth ARST share 0%, Lkg Pwr ~0.00051 uW, slowest cell on the critical path clkdlybuf4s50_1
-- metrics by stage --
stage	worst slack, ns	hold WS [ns]	area [um^2]	std cells	util, %
2_1_floorplan	3.54	0.395	1340	127	-
3_3_place_gp	3.31	0.413	1470	223	21.4
3_5_place_dp	3.31	0.419	1470	223	21.4
4_1_cts	3.00	0.438	1550	230	22.7
5_1_grt	2.98	0.458	1550	230	22.7
6_report	3.02	0.433	1550	230	22.7
-- area by class of cell --
cell class	count	share of cell area, %
Multi-Input combinational cell	91	43.0
Sequential cell	33	42.6
Timing Repair Buffer	1	0.645
Inverter	2	0.484
Clock buffer	7	5.56
Tap cell	96	7.74
-- cell families (layout without fill, tap and decap cells) --
family                   after synthesis  count (layout)  synth area share [%]
XOR/XNOR                              30              30                  19.6
AND-OR/OR-AND                          2               2                 0.934
flip-flops                            33              33                  49.3
AND/OR/NAND/NOR                       58              58                  28.3
adder cells (fa/ha/maj)                1               1                 0.934
buffers and inverters                  3              10                 0.841
-- per-layer routing --
layer / vias up / global-route usage, % / routed length, um
li1: 466 / - / -
met1: 395 / 5.75 / 1110
met2: 10 / 5.86 / 785
met3: 5 / 1.75 / 115
met4: 0 / 0.795 / 50
met5: - / 0 / 0
-- flip-flops by register name, indices dropped and copies added, names as in the netlist --
register and cells:
counter 32, led 1
-- path summary, 6_finish.rpt --
check | startpoint | to | slack (ns) | cells past startpoint
hold / removal | counter[0] | counter[0] | 0.43 | 1
setup / recovery | led | led | 3.02 | 1
setup reg to reg | counter[0] | counter[24] | 3.34 | 5
hold reg to reg | counter[0] | counter[0] | 0.43 | 1
-- cells in the final DEF (no fill, tap or decap) --
cell type	netlist	final
nor3_2	1	1
nand3_1	14	14
and2_1	1	1
clkbuf_8	0	6
ha_1	1	1
and4_1	2	2
and3_1	7	7
nand4_4	1	1
xnor2_1	23	23
o21ai_0	1	1
o21bai_1	1	1
nor4_4	2	2
nand3_4	1	1
nand4_1	10	10
nor2_1	4	4
clkdlybuf4s50_1	0	1
nand2_1	7	7
clkbuf_1	1	1
nor4_1	5	5
xor2_1	7	7
nor3_1	3	3
inv_1	2	2
dfxtp_1	33	33
-- power by group through the flow --
stage | clock (uW) | sequential (uW) | combinational, uW
CTS | 199 | 258 | 0.000196
global route | 213 | 257 | 0.000196
finish | 192 | 258 | 0.000196
No activity file was given, so power comes from the tool's default toggle rates.
